===== flow/run.sh =====
#!/bin/bash
# OpenROAD 26Q1-2900-gdf79404cd8, Yosys 0.63+post, stock flow scripts
make -C /OpenROAD-flow-scripts/flow DESIGN_CONFIG=/design/flow/config.mk WORK_HOME=/design/flow/orfs finish

===== flow/config.mk =====
export PLATFORM = sky130hd
export DESIGN_NAME = TX_MAC
export DESIGN_NICKNAME = TX_MAC
export VERILOG_FILES = /design/flow/design.v
export SDC_FILE = /design/flow/constraint.sdc
export NUM_CORES = 4
export LEC_CHECK = 1
export CORE_UTILIZATION = 30

===== flow/constraint.sdc =====
current_design TX_MAC

set clk_period 1.6
set clk_io_pct 0.2

create_clock -name clk0 -period $clk_period [get_ports {TX_CLK}]

set non_clock_inputs [all_inputs -no_clocks]
set_input_delay [expr $clk_period * $clk_io_pct] -clock clk0 $non_clock_inputs
set_output_delay [expr $clk_period * $clk_io_pct] -clock clk0 [all_outputs]

===== flow/design.v =====
`timescale 1ns / 100ps
`timescale 1ns / 100ps
module crc(
  input [7:0] data_in,
  input crc_en,
  output [31:0] crc_out,
  input rst,
  input clk);
  reg [31:0] lfsr_q,lfsr_c;
  assign crc_out = lfsr_q;
  always @(*) begin
    lfsr_c[0] = lfsr_q[24] ^ lfsr_q[30] ^ data_in[0] ^ data_in[6];
    lfsr_c[1] = lfsr_q[24] ^ lfsr_q[25] ^ lfsr_q[30] ^ lfsr_q[31] ^ data_in[0] ^ data_in[1] ^ data_in[6] ^ data_in[7];
    lfsr_c[2] = lfsr_q[24] ^ lfsr_q[25] ^ lfsr_q[26] ^ lfsr_q[30] ^ lfsr_q[31] ^ data_in[0] ^ data_in[1] ^ data_in[2] ^ data_in[6] ^ data_in[7];
    lfsr_c[3] = lfsr_q[25] ^ lfsr_q[26] ^ lfsr_q[27] ^ lfsr_q[31] ^ data_in[1] ^ data_in[2] ^ data_in[3] ^ data_in[7];
    lfsr_c[4] = lfsr_q[24] ^ lfsr_q[26] ^ lfsr_q[27] ^ lfsr_q[28] ^ lfsr_q[30] ^ data_in[0] ^ data_in[2] ^ data_in[3] ^ data_in[4] ^ data_in[6];
    lfsr_c[5] = lfsr_q[24] ^ lfsr_q[25] ^ lfsr_q[27] ^ lfsr_q[28] ^ lfsr_q[29] ^ lfsr_q[30] ^ lfsr_q[31] ^ data_in[0] ^ data_in[1] ^ data_in[3] ^ data_in[4] ^ data_in[5] ^ data_in[6] ^ data_in[7];
    lfsr_c[6] = lfsr_q[25] ^ lfsr_q[26] ^ lfsr_q[28] ^ lfsr_q[29] ^ lfsr_q[30] ^ lfsr_q[31] ^ data_in[1] ^ data_in[2] ^ data_in[4] ^ data_in[5] ^ data_in[6] ^ data_in[7];
    lfsr_c[7] = lfsr_q[24] ^ lfsr_q[26] ^ lfsr_q[27] ^ lfsr_q[29] ^ lfsr_q[31] ^ data_in[0] ^ data_in[2] ^ data_in[3] ^ data_in[5] ^ data_in[7];
    lfsr_c[8] = lfsr_q[0] ^ lfsr_q[24] ^ lfsr_q[25] ^ lfsr_q[27] ^ lfsr_q[28] ^ data_in[0] ^ data_in[1] ^ data_in[3] ^ data_in[4];
    lfsr_c[9] = lfsr_q[1] ^ lfsr_q[25] ^ lfsr_q[26] ^ lfsr_q[28] ^ lfsr_q[29] ^ data_in[1] ^ data_in[2] ^ data_in[4] ^ data_in[5];
    lfsr_c[10] = lfsr_q[2] ^ lfsr_q[24] ^ lfsr_q[26] ^ lfsr_q[27] ^ lfsr_q[29] ^ data_in[0] ^ data_in[2] ^ data_in[3] ^ data_in[5];
    lfsr_c[11] = lfsr_q[3] ^ lfsr_q[24] ^ lfsr_q[25] ^ lfsr_q[27] ^ lfsr_q[28] ^ data_in[0] ^ data_in[1] ^ data_in[3] ^ data_in[4];
    lfsr_c[12] = lfsr_q[4] ^ lfsr_q[24] ^ lfsr_q[25] ^ lfsr_q[26] ^ lfsr_q[28] ^ lfsr_q[29] ^ lfsr_q[30] ^ data_in[0] ^ data_in[1] ^ data_in[2] ^ data_in[4] ^ data_in[5] ^ data_in[6];
    lfsr_c[13] = lfsr_q[5] ^ lfsr_q[25] ^ lfsr_q[26] ^ lfsr_q[27] ^ lfsr_q[29] ^ lfsr_q[30] ^ lfsr_q[31] ^ data_in[1] ^ data_in[2] ^ data_in[3] ^ data_in[5] ^ data_in[6] ^ data_in[7];
    lfsr_c[14] = lfsr_q[6] ^ lfsr_q[26] ^ lfsr_q[27] ^ lfsr_q[28] ^ lfsr_q[30] ^ lfsr_q[31] ^ data_in[2] ^ data_in[3] ^ data_in[4] ^ data_in[6] ^ data_in[7];
    lfsr_c[15] = lfsr_q[7] ^ lfsr_q[27] ^ lfsr_q[28] ^ lfsr_q[29] ^ lfsr_q[31] ^ data_in[3] ^ data_in[4] ^ data_in[5] ^ data_in[7];
    lfsr_c[16] = lfsr_q[8] ^ lfsr_q[24] ^ lfsr_q[28] ^ lfsr_q[29] ^ data_in[0] ^ data_in[4] ^ data_in[5];
    lfsr_c[17] = lfsr_q[9] ^ lfsr_q[25] ^ lfsr_q[29] ^ lfsr_q[30] ^ data_in[1] ^ data_in[5] ^ data_in[6];
    lfsr_c[18] = lfsr_q[10] ^ lfsr_q[26] ^ lfsr_q[30] ^ lfsr_q[31] ^ data_in[2] ^ data_in[6] ^ data_in[7];
    lfsr_c[19] = lfsr_q[11] ^ lfsr_q[27] ^ lfsr_q[31] ^ data_in[3] ^ data_in[7];
    lfsr_c[20] = lfsr_q[12] ^ lfsr_q[28] ^ data_in[4];
    lfsr_c[21] = lfsr_q[13] ^ lfsr_q[29] ^ data_in[5];
    lfsr_c[22] = lfsr_q[14] ^ lfsr_q[24] ^ data_in[0];
    lfsr_c[23] = lfsr_q[15] ^ lfsr_q[24] ^ lfsr_q[25] ^ lfsr_q[30] ^ data_in[0] ^ data_in[1] ^ data_in[6];
    lfsr_c[24] = lfsr_q[16] ^ lfsr_q[25] ^ lfsr_q[26] ^ lfsr_q[31] ^ data_in[1] ^ data_in[2] ^ data_in[7];
    lfsr_c[25] = lfsr_q[17] ^ lfsr_q[26] ^ lfsr_q[27] ^ data_in[2] ^ data_in[3];
    lfsr_c[26] = lfsr_q[18] ^ lfsr_q[24] ^ lfsr_q[27] ^ lfsr_q[28] ^ lfsr_q[30] ^ data_in[0] ^ data_in[3] ^ data_in[4] ^ data_in[6];
    lfsr_c[27] = lfsr_q[19] ^ lfsr_q[25] ^ lfsr_q[28] ^ lfsr_q[29] ^ lfsr_q[31] ^ data_in[1] ^ data_in[4] ^ data_in[5] ^ data_in[7];
    lfsr_c[28] = lfsr_q[20] ^ lfsr_q[26] ^ lfsr_q[29] ^ lfsr_q[30] ^ data_in[2] ^ data_in[5] ^ data_in[6];
    lfsr_c[29] = lfsr_q[21] ^ lfsr_q[27] ^ lfsr_q[30] ^ lfsr_q[31] ^ data_in[3] ^ data_in[6] ^ data_in[7];
    lfsr_c[30] = lfsr_q[22] ^ lfsr_q[28] ^ lfsr_q[31] ^ data_in[4] ^ data_in[7];
    lfsr_c[31] = lfsr_q[23] ^ lfsr_q[29] ^ data_in[5];
  end  
  always @(posedge clk, posedge rst) begin
    if(rst) begin
      lfsr_q <= {32{1'b1}};
    end
    else begin
      lfsr_q <= crc_en ? lfsr_c : lfsr_q;
    end
  end  
endmodule  
module TX_MAC (
	TX_CLK,
	SYS_RST,
	TX_START,
	TX_BUSY,
	GMII_TXD,
	GMII_TX_EN,
	CONTROL_IN
);
input wire TX_CLK;
input wire SYS_RST;
input wire TX_START;
output reg TX_BUSY;
output reg [7:0] GMII_TXD;
output reg GMII_TX_EN;
input wire [7:0] CONTROL_IN;
reg tx_start_d = 1'b0;
reg tx_start_dd = 1'b0;
reg [7:0] control_in_d = 8'h00;
parameter ENABLE_PADDING = 1'b1;
parameter MIN_FRAME_LENGTH = 64;
parameter [2:0] IDLE 		= 3'b000,	 
		 PREAMBLE 	= 3'b001,	 
		 CNTRL 		= 3'b010,	 
		 PAYLOAD	= 3'b011,	 
	         PAD		= 3'b100,	 
		 FCS		= 3'b101,	 
		 IFG		= 3'b110;	 
reg [2:0] state = IDLE;
reg [15:0] frame_count = 16'd0; 
reg crc_update = 1'b0;
reg crc_reset = 1'b0;
wire [31:0] crc_out;
reg [7:0] data_count = 8'h00;
reg [7:0] data_out_count = 8'h00;
reg [7:0] IFG_delay_count = 8'h00;
crc inst_crc(
  .data_in(GMII_TXD),
  .crc_en(crc_update),
  .crc_out(crc_out),
  .rst(crc_reset),
  .clk(TX_CLK)
);
always @(posedge TX_CLK) begin
	if(SYS_RST) begin
		tx_start_d <= 1'b0;
		tx_start_dd <= 1'b0;
	end
	else begin
		tx_start_d <= TX_START;
		tx_start_dd <= tx_start_d;		
	end
end
always @(posedge TX_CLK) begin
	if(SYS_RST) begin
		control_in_d <= 8'h00;
	end
	else begin
		if(TX_BUSY == 1'b1) begin
			control_in_d <= CONTROL_IN;	
		end	
		else begin
			control_in_d <= 8'h00;	
		end
	end
end
always @(posedge TX_CLK) begin
	if(SYS_RST) begin
		state <= IDLE;
		GMII_TXD <= 8'h00;
		GMII_TX_EN <= 1'b0;
		TX_BUSY	<= 1'b0;
		frame_count <= 16'd0;
		data_count <= 8'h00;
		data_out_count <= 8'h00;
		crc_update <= 1'b0;
		crc_reset <= 1'b1;
		IFG_delay_count <= 8'h00;
	end
	else begin
	case(state)
	IDLE:		begin  
			if(tx_start_d == 1'b1 && tx_start_dd == 1'b0) begin
				TX_BUSY <= 1'b1;
				frame_count <= 16'd0;
				data_count <= 8'h00;
				data_out_count <= 8'h00;
				GMII_TXD <= 8'h00;
				GMII_TX_EN <= 1'b0;
				crc_update <= 1'b0;
				crc_reset <= 1'b1;
				IFG_delay_count <= 8'h0C;
				state <= PREAMBLE;
			end			
			end
	PREAMBLE:	begin
			frame_count <= frame_count + 1'b1;
			crc_reset <= 1'b1;
			crc_update <= 1'b0;
			GMII_TXD <= 8'h55;
			GMII_TX_EN <= 1'b1;
			if(frame_count == 16'd7) begin
				GMII_TXD <= 8'hD5;
				state	 <= CNTRL;
				crc_reset <= 1'b0;
				crc_update <= 1'b1;
			end		
			end
	CNTRL:		begin
			frame_count <= frame_count + 1'b1;
			data_count <= control_in_d[7:0];
			GMII_TXD <= control_in_d[7:0];
			state <= PAYLOAD; 						
			end
	PAYLOAD:	begin
			frame_count <= frame_count + 1'b1;
			GMII_TXD <= data_out_count[7:0];
			data_out_count <= data_out_count + 1'b1;
			if(data_out_count == data_count[7:0]) begin
				if(ENABLE_PADDING && (frame_count < MIN_FRAME_LENGTH-5)) begin
					state <= PAD;	
				end
				else begin								
				state <= FCS;
				data_out_count <= 8'h00;
				frame_count <= 16'd0;
				end
			end			
			end		
	PAD:		begin
			frame_count <= frame_count + 1'b1;
			GMII_TXD <= 8'h00;
			if(frame_count == (MIN_FRAME_LENGTH -5)) begin
				frame_count <= 16'd0;
				state <= FCS;
			end
			end
	FCS:		begin
			frame_count <= frame_count + 1'b1;
			case(frame_count)
				16'd0: begin GMII_TXD <= crc_out[7:0]; end
				16'd1: begin GMII_TXD <= crc_out[15:8]; end
				16'd2: begin GMII_TXD <= crc_out[23:16]; end
				16'd3: begin GMII_TXD <= crc_out[31:24]; end			
			endcase
			if(frame_count == 16'd3) begin
				frame_count <= 16'd0;				
				IFG_delay_count <= 8'h0C;
				crc_reset <= 1'b1;
				crc_update <= 1'b0;			
				state <= IFG;
			end
			end
	IFG:		begin
			frame_count <= frame_count + 1'b1;
			GMII_TXD <= 8'h00;
			if(frame_count == (IFG_delay_count[7:0])) begin
				TX_BUSY <= 1'b0;
				frame_count <= 16'd0;
				GMII_TX_EN <= 1'b0;
				state <= IDLE;
			end			
			end
	endcase	
	end
end
endmodule

==> changes_impl.md <==
### Metrics

- Status: finished with violations
- Violated checks: negative setup slack
- Bufs and invs on worst path: 2
- PD cells: 1224 mW/mm2
- Seq share, synth: 38.22%
- CTS tree: built
- Post-Route WL: 14610 um
- Finished Core Util: 48.84%
- Maxcap violations: 0
- Critical Path Sink Type: flip-flop
- FP Util: 31.14%
- Initial antenna violation count: 0
- Area leader share: 22.17%
- Clock network power share: 20.6%
- Asr flop ratio synth: 35.56%
- RSZ-0062 raised after global routing: yes
- Cell mode on critical path: buf_4
- Max Buffers Root-to-Sink: 2
- Latency at later pin: 0.35 ns
- Crit path cell chain: nor4_4, buf_4, and3_4, a31o_4, nand3_4, buf_4, o311a_1
- Starting DRC count in detailed routing: 258
- Top area cell types: dfxtp_1, dfstp_2, xnor2_1
- Drt wl/cell: 16.04 um
- Vias in the first global route: 4379
- Overall Power: 10050 uW
- Final Slew Violations: 0
- Clock slew at the register clock pins of the worst setup and hold paths: 0.07 ns
- Number of enable flip-flop cells: 0
- Final ANT Viol Nets: 0
- Slew HR: 64.13%
- Crit path max-delay cell type: dfxtp_4
- CP max stage delay: 0.35 ns
- Yosys cell count: 513
- Leakage: 0.003340 uW
- Vias/cell: 4.820
- Slew of the pin with the lowest slew margin: 0.5370 ns
- Post-Syn Area: 0.005238 mm2
- Fraction of power consumed by sequential logic: 26.8%
- # setup viols final: 64
- First-pass GRT wire length: 22980 um
- Syn Inst Count: 513
- Vias: 4391
- Ant. Diodes: 0
- Logic pwr share: 52.6%
- Crit Path Class: reg2reg
- Clock sink total: 90
- Final hold viol count: 0
- Int Power: 6427 uW
- Num CTS Buffers: 9
- DIE AREA: 0.01799 mm2
- Final Cycle Share: 120.0%
- Post-synth top area cell: dfxtp_1
- CP required: 1.83 ns
- Port Buffers: 20
- Tool warnings: 31
- Switching power: 3627 uW
- Fmax: 521.0 MHz
- Switch share: 36.07%
- Setup WS post-layout: -0.3195 ns
- Flops after synth: 90
- Hold Crit Class: reg2reg
- I/O pin cnt: 21
- DRC violations left: 0
- H-tree depth: 3
- Die Wd: 134.1 um
- Max IR drop VDD: 0.0007355 V
- Total grt overflow: 0
- Warnings from Yosys: 2
- Most common reg cell: dfxtp_1
- Critical Path Fanout Max: 6
- Core Region: 0.01682 mm2
- Yosys stat area: 0.005238 mm2
- Signal arrival time at the worst endpoint: 2.15 ns
- Family with the most delay on the worst path: simple AND/OR/NAND/NOR gates
- Final Skew: 0.01272 ns
- Die y size: 134.1 um
- Syn Area/Cell: 10.21 um2
- Clock root cell: clkbuf_16
- Share of layout cells above drive strength 1: 54.99%
- Layout area overhead: 56.83%
- Unique cell types: 63
- Site row count: 47
- Pin count of the biggest net entering global routing: 43
- Detailed Place HPWL: 9517 um
- Tmin final: 1.919 ns
- Filler Cells Inserted: 1412
- GRT Util Overall: 16.50%
- Pre-antenna DRT Iters: 4
- Routability cong.: 0.8704
- Crit path launch type: flip-flop
synthesized netlist by cell type, drive strengths merged (2+ instances only):
master,instances
nand2,29
clkbuf,17
o21a,2
and3b,2
nand2b,5
o31ai,2
a211oi,3
nor3,8
dfxtp,58
o211ai,2
and3,11
inv,16
o22ai,7
a31oi,3
nor4,4
dfstp,32
o21bai,2
nand3,14
a21boi,4
nor2,48
nand4,7
buf,4
a21o,3
and2,11
a21oi,28
o21ai,19
a311oi,6
nor2b,6
a22oi,8
xor2,28
mux2,23
ha,5
mux2i,8
a222oi,8
a22o,8
xnor2,62
flip-flops by register name (all words and copies together), names as in the netlist:
name	count
crc_update	1
frame_count	16
tx_start_dd	1
TX_BUSY	1
data_out_count	8
crc_reset	1
GMII_TXD	8
inst_crc.lfsr_q	32
control_in_d	8
state	3
data_count	8
tx_start_d	1
GMII_TX_EN	1
IFG_delay_count	1
worst min-delay path, delay by kind of cell (launching register included):
| family | cells | cell delay (ns) |
|---|---|---|
| AOI/OAI and AO/OA | 1 | 0.05 |
| DFF | 1 | 0.32 |
| and+or+nand+nor | 1 | 0.06 |
layer usage:
metal | vias to the layer above | GRT usage (%) | wire length [um]
met5 | - | 0 | 0
met4 | 0 | 2.559 | 344
met3 | 24 | 2.894 | 526
met2 | 84 | 25.65 | 6804
met1 | 2132 | 25.01 | 6935
li1 | 2151 | - | -
placed cells by master (no fill, tap or decap), drive strengths merged, types with 10 or more instances in the layout:
cell,instances
mux2,23
buf,163
o21ai,19
nand2,29
clkdlybuf4s50,12
and3,11
clkbuf,10
and2,11
nor2,48
xnor2,62
dfxtp,58
xor2,28
inv,18
nand3,14
a21oi,28
dfstp,32
logic make-up (layout without fill, tap and decap cells):
logic type               Yosys count  in the layout  share of synthesized area [%]
XOR/XNOR                          90             90                          19.64
AND/OR/NAND/NOR                  149            149                          16.05
AND-OR/OR-AND                    110            110                          15.36
flip-flops                        90             90                          38.22
adder cells (fa/ha/maj)            5              5                          1.194
multiplexers                      31             31                          6.474
buffers and inverters             38            216                          3.058
stage by stage:
step           cell area (um2)  setup slack, ns  TNS [ns]  instances  hold slack (ns)
2_1_floorplan             5343          -0.2285    -4.905        513           0.4292
3_3_place_gp              6686          -0.4414    -11.70        855           0.4522
3_5_place_dp              6686          -0.4890    -13.91        855           0.4592
4_1_cts                   7686          -0.3031    -11.02        898           0.4687
5_1_grt                   8214          -0.3873    -16.29        911           0.4901
6_report                  8214          -0.3195    -11.67        911           0.4666
power groups by stage:
stage	sequential, uW	combinational, uW	clock, uW
final	2700	5280	2070
after global routing	2720	5600	2220
after CTS	2670	4550	2140
area by class of cell:
cell class	count	area [um2]	area share [%]
clock buffers	10	239.0	2.909
flip-flops and latches	90	2051	24.97
well taps	220	275.3	3.351
repair buffers	183	1680	20.46
multi-input cells	385	3856	46.95
clock inverters	6	48.80	0.5941
inverters	17	63.81	0.7768
repair_timing:
| action | CTS | global route |
|---|---|---|
| pin swaps | 50 | 55 |
| cloned | 1 | 0 |
| setup buffers | 26 | 19 |
| hold buffers | 0 | 0 |
| endpoints found under the hold margin | 0 | 0 |
| resized | 105 | 90 |
| setup endpoints to repair | 74 | 70 |
worst paths after layout:
kind / start / to / slack, ns / cells past startpoint
hold / removal: control_in_d[2] / data_count[2] / 0.47 / 2
hold reg to reg: control_in_d[2] / data_count[2] / 0.47 / 2
min in group asynchronous: crc_reset / inst_crc.lfsr_q[26] / 0.60 / 2
setup / recovery: frame_count[10] / state[0] / -0.32 / 7
max in group asynchronous: crc_reset / inst_crc.lfsr_q[7] / 0.96 / 2
setup reg to reg: frame_count[10] / state[0] / -0.32 / 7
No activity file was given, so power comes from the tool's default toggle rates.
